## run.sh

```bash
#!/bin/bash
# OpenROAD 26Q1-2900-gdf79404cd8, Yosys 0.63+post, stock flow scripts
make -C /OpenROAD-flow-scripts/flow DESIGN_CONFIG=/design/flow/config.mk WORK_HOME=/design/flow/orfs finish
```

## config.mk

```make
export PLATFORM = sky130hd
export DESIGN_NAME = evaluator
export DESIGN_NICKNAME = evaluator
export VERILOG_FILES = /design/flow/design.v
export SDC_FILE = /design/flow/constraint.sdc
export NUM_CORES = 4
export LEC_CHECK = 1
export CORE_UTILIZATION = 30
```

## constraint.sdc

```tcl
current_design evaluator

set clk_period 6.5
set clk_io_pct 0.2

create_clock -name clk0 -period $clk_period [get_ports {clk_i}]

set non_clock_inputs [all_inputs -no_clocks]
set_input_delay [expr $clk_period * $clk_io_pct] -clock clk0 $non_clock_inputs
set_output_delay [expr $clk_period * $clk_io_pct] -clock clk0 [all_outputs]
```

## design.v

```verilog
`timescale 1ns / 1ps
module evaluator(
    input clk_i ,
    input rst_i ,
    input [7:0] a_bi ,
    input [7:0] b_bi ,
    input start_i ,
    output ready,
    output busy_o ,
    output reg [7:0] y_bo
);
    localparam IDLE = 2'h0 ;
    localparam WORK_MULT = 2'h1 ;
    localparam WORK_SQRT = 2'h2 ;
    reg [1:0] state ;
    reg ready_in;
    reg start_mult;
    reg start_sqrt;
    reg [15:0] a_res, b_res;
    wire [15:0] a_sq, b_sq;
    wire a_busy, b_busy, sqrt_busy;
    wire a_ready, b_ready, sqrt_ready;
    reg [16:0] sum;
    wire [7:0] res;
    reg a_rst;
    reg b_rst;
    reg sum_rst;
    assign ready = ready_in;
    assign busy_o = state > 0 ;
    wire [16:0] summator_reg1;
    wire [16:0] summator_reg2;
    wire [16:0] summator_result;
    wire [16:0] sqrt_operand1;
    wire [16:0] sqrt_operand2;
    assign summator_reg1 = (state == WORK_MULT) ? a_sq : sqrt_operand1;
    assign summator_reg2 = (state == WORK_MULT) ? b_sq : sqrt_operand2;
    summator main_summator(
        .a1(summator_reg1), .b1(summator_reg2),
        .res1(summator_result)
    );
    multer a_square(.clk_i(clk_i), .rst_i(a_rst), .ready(a_ready), 
                    .a_bi(a_bi), .b_bi(a_bi), .start_i(start_mult), 
                    .busy_o(a_busy), .y_bo(a_sq));
    multer b_square(.clk_i(clk_i), .rst_i(b_rst), .ready(b_ready), 
                    .a_bi(b_bi), .b_bi(b_bi), .start_i(start_mult), 
                    .busy_o(b_busy), .y_bo(b_sq));
    reg [16:0] sqrt_input;
    sqrt sqrt_res(.clk_i(clk_i), .rst_i(sum_rst), .ready(sqrt_ready),
                  .a_bi(sqrt_input), .start_i(start_sqrt), 
                  .busy_o(sqrt_busy), .y_bo(res), 
                  .summator_reg1_sqrt(sqrt_operand1), .summator_reg2_sqrt(sqrt_operand2), 
                  .summator_result_sqrt(summator_result)
                  );
    always @(posedge clk_i)
        if (rst_i) begin
            y_bo <= 0 ;
            state <= IDLE ;
            a_rst <= 1;
            b_rst <= 1;
            sum_rst <= 1;
            start_mult <= 0;
            start_sqrt <= 0;
            sum <= 0;
            ready_in <= 1;
        end else begin
            case ( state )
                IDLE :
                    if (start_i) begin
                        a_rst <= 0;
                        b_rst <= 0;
                        sum_rst <= 0;
                        state <= WORK_MULT ;
                        ready_in <= 0 ;
                        start_mult <= 1 ;
                    end
                WORK_MULT:
                    begin
                        if (start_mult) begin
                            start_mult <= 0;         
                        end else if (!a_busy && !b_busy) begin
                            a_res <= a_sq;
                            b_res <= b_sq;
                            sqrt_input <= summator_result;
                            start_sqrt <= 1;
                            state <= WORK_SQRT;
                        end
                    end
                WORK_SQRT:
                    begin
                        if (start_sqrt) begin
                            start_sqrt <= 0;
                        end else if (!sqrt_busy) begin
                            y_bo <= res;                        
                            state <= IDLE;
                        end
                    end
            endcase
        end
endmodule
`timescale 1ns / 1ps
module multer (
    input clk_i ,
    input rst_i ,
    input [7:0] a_bi ,
    input [7:0] b_bi ,
    input start_i ,
    output wire ready,
    output busy_o ,
    output reg [15:0] y_bo
);
    localparam IDLE = 1'b0 ;
    localparam WORK = 1'b1 ;
    reg [2:0] ctr ;
    wire [2:0] end_step ;
    wire [7:0] part_sum ;
    wire [15:0] shifted_part_sum ;
    reg [7:0] a , b ;
    reg [15:0] part_res ;
    reg state ;
    reg ready_in ; 
    assign part_sum = a & { 8{ b [ ctr ] } } ;
    assign shifted_part_sum = part_sum << ctr ;
    assign end_step = ( ctr == 3'h7 ) ;
    assign busy_o = state ;
    assign ready = ready_in ;
    always @(posedge clk_i)
        if (rst_i) begin
            ctr <= 0 ;
            part_res <= 0 ;
            y_bo <= 0 ;
            state <= IDLE ;
            ready_in <= 1 ;
        end else begin
            case ( state )
                IDLE :
                    if (start_i) begin
                        state <= WORK;
                        a <= a_bi ;
                        b <= b_bi ;
                        ctr <= 0 ;
                        part_res <= 0 ;
                        ready_in <= 0 ;
                    end
                WORK:
                begin
                    if ( end_step ) begin
                        state <= IDLE ;
                        y_bo <= part_res ;
                    end
                    part_res <= part_res + shifted_part_sum ;
                    ctr <= ctr + 1 ;
                end
            endcase
        end
endmodule
`timescale 1ns / 1ps
module sqrt (
    input clk_i ,
    input rst_i ,
    input [16:0] a_bi ,
    input start_i ,
    output wire ready,
    output busy_o ,
    output reg [7:0] y_bo,
    output wire [16:0] summator_reg1_sqrt,
    output wire [16:0] summator_reg2_sqrt,
    input wire [16:0] summator_result_sqrt
);
    localparam IDLE = 1'b0 ;
    localparam WORK = 1'b1 ;
    wire [2:0] end_step ;
    reg [15:0] a ;
    reg state ;
    reg ready_in ; 
    reg [15:0] m ;
    reg [16:0] y_or_m, y ;
    reg[16:0] y_temp, yw, mw;
    reg [16:0] aw, bw;
    assign busy_o = state ;
    assign end_step = (m == 0) ;
    assign ready = ready_in ;
    assign summator_reg1_sqrt = a;
    assign summator_reg2_sqrt = -bw;
    always @(posedge clk_i)
        if (rst_i) begin
            m <= 1 << 14 ;
            y_bo <= 0 ;
            y <= 0 ;
            state <= IDLE ;
            ready_in <= 1 ;
        end else begin
            case ( state )
                IDLE :
                    if (ready && start_i) begin
                        m <= 1 << 14 ;
                        state <= WORK;
                        a <= a_bi ;
                        ready_in <= 0 ;
                    end
                WORK:
                begin
                    if (end_step) begin
                        state <= IDLE ;
                        y_bo <= y ;
                    end else begin
                        y_or_m <= bw;
                        a <= aw;
                        y <= yw;
                        m <= mw;
                    end
                end
            endcase
        end
        always @*
            begin
                bw = y | m ;
                yw = y >> 1 ;
                if (a >= bw) begin
                    aw = summator_result_sqrt ;  
                    yw = yw | m ;
                end else begin
                    aw = a;
                end
                mw = m >> 2 ;
            end
endmodule
`timescale 1ns / 1ps
module summator(
input [16:0] a1,
input [16:0] b1,
output [16:0] res1
);
    assign res1 = a1 + b1;
endmodule
```

==> deck_impl_summary.md <==
Key Metrics from the Run

Die
  – Initial core utilization: 30.4%
  – Chip width: 183 um
  – # rows: between 60 and 70
  – Die ar.: 33,700 um2
  – Die Y: between 150 and 200 um
  – CORE AREA: ~32,000 um2
  – Total I/O pin count: 29

Run status
  – Outcome: finished clean

Route
  – Antenna Nets Post-Route: 0
  – Metal-1 WL: 10.7 mm
  – Initial drt markers: ~500
  – Vias/cell: between 5 and 6
  – Met3 WL: 530 um
  – DR WL/cell: around 14 um
  – Detailed-routed wire length on met2: 10.9 mm
  – Vias after detailed routing: 7,983
  – ANT cells: 0
  – Total Wirelength: 22.4 mm
  – Top layer in use: met4
  – Pre-antenna DRT Iters: 5
  – Number of remaining DRC errors: 0

Clock tree
  – CTS HTree Levels: 4
  – CTS sink count: 167
  – Number of gates resized after CTS: 0
  – Latency at later pin: 0.43 ns
  – Buffers inserted by post-CTS timing repair: 0
  – Worst-path clk slew: 0.07 ns
  – CTS tree: yes
  – Hold-fix buffers, CTS: 0
  – TritonCTS Buffers: 17
  – Clock Tree Buf Depth: 2
  – Root buffer cell: clkbuf_16

Logic synthesis
  – Yosys warning total: 3
  – Post-Syn Area: a little under 10,000 um2
  – Top cells by area: dfxtp_1, edfxtp_1, ha_1, nand2_1, a21oi_1
  – Ys async rst share: 0%
  – Dominant cell type by area after synthesis: dfxtp_1
  – Post-synth top area share: approximately a quarter
  – Synth cell types: 64
  – Synth cell count leaders: nand2_1, a21oi_1, dfxtp_1, nor2_1, ha_1
  – Yosys cell count: around 1,100
  – Synth flops: roughly 170
  – Most common reg cell: dfxtp_1
  – Post-synth EDFFs: 48
  – Syn avg cell area: between 8 and 9 um2
  – Most common cell in the netlist: nand2_1
  – Cell count after synthesis: 1,137
  – Yosys chip area: slightly below 10,000 um2
  – Post-synthesis sequential area ratio: approximately two fifths

Final timing
  – RSZ-0062 raised after global routing: no
  – Final max-slew violation count: 0
  – Relative slew slack: approximately 42%
  – Worst Slack Setup Final: roughly 2.7 ns
  – Final min period: 3.76 ns
  – Worst-Margin Slew: between 0.8 and 0.9 ns
  – Hold Violations, Final: 0
  – Setup TNS: 0 ns
  – Final Setup Violations: 0
  – Fmax: between 200 and 300 MHz
  – Crit share post-route: 57.8%
  – Clock skew: roughly 0.0087 ns

GRT
  – Total grt overflow: 0
  – First-pass GRT wire length: 37.7 mm
  – Initial antenna violation count: 0
  – GRT Total Usage: 14.1%
  – Vias in the first global route: between 7,000 and 8,000
  – Largest net degree at the start of global routing: ~66

Power and ir drop
  – Clock Power Share: between 40% and 50%
  – Combinational power share: a little under a tenth
  – Power Internal: ~0.0018 W
  – Pwr/cell area: 211 nW/um2
  – Flop pwr share: roughly 47%
  – Worst VDD drop: ~0.00017 V
  – Leakage: 4.20 nW
  – Switching Fraction: between 20% and 30%
  – P_sw: 0.000602 W

Cells and area
  – Layout cells sized above 1: 8.33%
  – Layout fillers: 3,262
  – Syn-to-layout area delta: 13.2%
  – Post-route insts no fill: around 1,600
  – Post-layout util: 34.5%

Placement
  – Post-DP HPWL: approximately 17 mm
  – Placed insts: between 1,500 and 2,000
  – Place WS: 2.76 ns
  – Placer Congestion: approximately 0.85
  – IO buf count: 28

Critical path
  – Worst EP arrival: about 3.9 ns
  – Worst-path cell chain: or4_4 > nor4b_4 > and3_2 > xnor2_1 > o21ai_0 > ha_1 > and4_1 > a211o_1 > a211o_1 > a21oi_1 > xnor2_1 > mux2_2
  – CP top delay family: simple AND/OR/NAND/NOR gates
  – Critical path class: reg -> reg
  – Slowest stage delay, CP: 0.54 ns
  – Worst path bufs/invs: 0
  – Worst Path Required: ~6.7 ns
  – Startpoint Class: register
  – Worst Path Max Fanout: 7
  – Crit. End Element: register
  – Worst path slowest cell: or4_4

Job
  – Maxcap violations: 0
  – Tool Warnings: 28

Worst hold path
  – HP Class: reg -> reg
[state kept, by name (all words and copies together) (netlist names)]
register / cells
a_square.state: 1
state: 3
sum_rst: 1
sqrt_res.m: 8
a_square.part_res: 16
sqrt_res.state: 1
a_square.ctr: 3
b_square.b: 8
start_mult: 1
sqrt_res.a: 16
sqrt_res.ready_in: 1
sqrt_input: 16
b_square.ctr: 3
sqrt_res.y_bo: 8
b_square.y_bo: 16
y_bo: 8
a_square.y_bo: 16
b_square.state: 1
sqrt_res.y: 15
a_square.a: 8
b_square.part_res: 16
start_sqrt: 1
[worst register-to-register path: cells and delay by family (launching register included)]
kind            cells  cell delay [ns]
flops               1             0.35
fa+ha+maj           1             0.38
xor+xnor            2             0.19
compound gates      4             0.85
mux                 1             0.26
simple gates        4             1.46
[placed cells by master, fill, tap and decap left out, types with 4 or more instances in the layout]
cell and count:
a211o_1 5, a211oi_1 21, a21o_1 17, a21oi_1 122
a31oi_1 7, and2_1 8, and3_1 12, and4_1 4
buf_4 11, clkbuf_16 18, clkdlybuf4s50_1 28, dfxtp_1 118
edfxtp_1 48, ha_1 68, inv_1 33, inv_6 7
mux2_2 34, mux2i_1 17, mux4_2 8, nand2_1 163
nand2b_1 9, nand3_1 27, nand3b_1 4, nand4_1 10
nor2_1 117, nor2b_1 10, nor3_1 22, nor3b_1 15
nor4_1 4, o2111ai_1 4, o211ai_1 6, o21a_1 10
o21ai_0 55, o21bai_1 8, o31ai_1 5, or3_1 7
xnor2_1 24, xor2_1 18
[metrics by stage]
step,area (um2),hold WS (ns),power [W]
floorplan,9880,0.416,0.00130
global placement,10600,0.445,0.00136
detailed placement,10600,0.445,0.00136
CTS,11200,0.454,0.00239
global route,11200,0.472,0.00246
finish,11200,0.451,0.00236
[path summary, 6_finish.rpt]
kind / start / endpoint / slack (ns) / depth (start not counted)
worst min register to register: sqrt_res.y_bo[4] / y_bo[4] / 0.45 / 2
worst min-delay path: sqrt_res.y_bo[4] / y_bo[4] / 0.45 / 2
worst max register to register: sqrt_res.y[2] / sqrt_res.a[12] / 2.74 / 12
worst max-delay path: sqrt_res.y[2] / sqrt_res.a[12] / 2.74 / 12
[cell families (layout without fill, tap and decap cells)]
group | after synthesis | after routing | share of synthesized area (%)
simple gates | 425 | 425 | 19.9
compound gates | 284 | 284 | 17.6
flops | 167 | 167 | 38.7
buf+inv | 89 | 104 | 3.46
fa+ha+maj | 71 | 71 | 9.22
mux | 59 | 59 | 7.42
xor+xnor | 42 | 42 | 3.72
[area by class of cell]
cell class / count / area, um2 / share of cell area (%)
clock buffer: 18 / 450 / 4.03
clock inverter: 14 / 151 / 1.35
inverter: 33 / 124 / 1.11
multi-input combinational: 881 / 5720 / 51.1
sequential: 167 / 3830 / 34.2
tap: 442 / 553 / 4.94
timing repair buffer: 39 / 363 / 3.24
[per-layer routing]
| metal | up-vias | global-route usage (%) |
|---|---|---|
| li1 | 4101 | - |
| met1 | 3756 | 20.9 |
| met2 | 107 | 23.2 |
| met3 | 19 | 1.72 |
| met4 | 0 | 1.73 |
| met5 | - | 0 |
[power groups by stage]
| stage | sequential [W] | clock (W) | combinational [W] |
|---|---|---|---|
| after global routing | 0.00111 | 0.00110 | 0.000253 |
| after CTS | 0.00111 | 0.00105 | 0.000227 |
| final | 0.00111 | 0.00102 | 0.000225 |
Power and IR drop assume default switching activity.
